===== /design/flow/design.v =====
`timescale 1ns / 1ps
module gray2rgb #(
    parameter WIDTH = 8
)
(
    input clk,
    input reset,
    input [WIDTH-1:0] data_in,  
    input data_in_done, 
    output reg [WIDTH-1:0] r_data_out,
    output reg [WIDTH-1:0] g_data_out,
    output reg [WIDTH-1:0] b_data_out,
    output reg data_out_done
    );
always @(posedge clk) begin 
    if (reset) begin
        r_data_out <= 8'd0;
        g_data_out <= 8'd0;
        b_data_out <= 8'd0;
    end else begin 
    if (data_in_done) begin 
        r_data_out <= data_in;
        g_data_out <= data_in;
        b_data_out <= data_in;
    end 
    data_out_done <= data_in_done;
    end
end     
endmodule

===== /design/flow/run.sh =====
#!/bin/bash
# OpenROAD 26Q1-2900-gdf79404cd8, Yosys 0.63+post, stock flow scripts
make -C /OpenROAD-flow-scripts/flow DESIGN_CONFIG=/design/flow/config.mk WORK_HOME=/design/flow/orfs finish

===== /design/flow/config.mk =====
export PLATFORM = sky130hd
export DESIGN_NAME = gray2rgb
export DESIGN_NICKNAME = gray2rgb
export VERILOG_FILES = /design/flow/design.v
export SDC_FILE = /design/flow/constraint.sdc
export NUM_CORES = 4
export LEC_CHECK = 1
export CORE_AREA = 10 10 70 70
export DIE_AREA = 0 0 80 80

===== /design/flow/constraint.sdc =====
current_design gray2rgb

set clk_period 1.0
set clk_io_pct 0.2

create_clock -name clk0 -period $clk_period [get_ports {clk}]

set non_clock_inputs [all_inputs -no_clocks]
set_input_delay [expr $clk_period * $clk_io_pct] -clock clk0 $non_clock_inputs
set_output_delay [expr $clk_period * $clk_io_pct] -clock clk0 [all_outputs]

==> impl_metrics.ini <==
; generated from flow reports
[critical_path]
path_cells = buf_6 > buf_6
cpMostUsedCell = buf_6
critPathMaxFanout = 3
crit_arrival_ns = 0.80
required_ns = 0.80
critPathSlowestCell = dfxtp_2
r2r_start = r_data_out[0]
cp_slowest_stage_delay_ns = 0.33
cp-startpoint = r_data_out[7]
critPathLaunchType = flip-flop
cp-end-kind = primary output
critical_path_class = flip-flop to primary output

[floorplan]
core_area_mm2 = 0.00342
pin_count = 36
chipArea_mm2 = 0.00640
die_x_um = 80
num_rows = 21
fp_util_pct = 12.9
die_h_um = 80

[cells_and_area]
mi_logic_area_um2 = 110
fin_area_um2 = 831
fill_cells = 380
final_cells = 124
areaGrowthSynthToFinish_pct = 88.6
drive_gt1_share_pct = 61.5
seq_area_um2 = 200

[synth]
synth_cell_types = 8
netlist_area_um2 = 440
yosysWarnings = 1
ys_seq_share_pct = 43.2
syn-mean-instance-area_um2 = 10.0
synth_chip_area_um2 = 440
ys_ff = 9
ys_cells = 44
synth_cells = 44

[placed_design]
placed_area_um2 = 762
placed_cells = 112
dpl.hpwl_um = 1060
io_buffers = 35
gp_congestion = 0.747

[global_routing]
overflow = 0
antenna_found_initial = 0
grt_use_total_pct = 4.41
grt_first_pass_wirelength_um = 2190
grt_pass1_vias = 457
grt_max_degree = 10

[timing]
max_clock_freq_mhz = 1000
worst_slew_pin_slew_ns = 0.149
drv_slew = 0
setup_viol = 0
relSlewSlack_pct = 89.8
hold_viol_final = 0
finalCritPeriodShare_pct = 99.5
worst_clock_skew_ns = 0
period_needed_ns = 0.995
rsz0062_at_grt = true

[route]
via_per_inst = 3.17
wl_um = 1420
vias = 393
wl_per_cell_um = 11.5
ant_nets = 0
diodes = 0
drt-pass1-iter-count = 2
drc = 0
drt_iter0_markers = 5

[outcome]
status = complete, no violations

[worst_hold_path]
worstHoldStart = data_in[7]
hold_class = input port to flip-flop

[power]
irDropWorstVdd_uv = 352
power_density_mw_per_mm2 = 1100
p_leak_nw = 0.406

[clock_tree]
cts_inserted_buffers = 3
cts.sinks = 9
clkLatencyLatePin_ns = 0.26
htreeDepth = 1
cts_tree = yes
cts.clk_slew.worst_paths_ns = 0.06
hold_buffers = 0
clock_path_buffers = 2
cts_root_buf = clkbuf_4

[run]
drv_cap = 0
warnings = 27
-- layer usage --
layer  up-vias  GRT usage [%]  share of wire (%)
met5         -              0                  0
met3         0           2.95                 12
met2        22           7.14                 45
met1       179           4.96                 44
met4         0          0.176                  0
li1        192              -                  -
-- worst max-delay path, delay by kind of cell, from the launching register on --
family	cells	cell delay, ns
DFF	1	0.33
buffers and inverters	2	0.21
-- through the flow --
| step | TNS, ns | util, % | worst slack, ns | hold WS [ns] | power (mW) |
|---|---|---|---|---|---|
| 2_1_floorplan | 0 | - | 0.315 | 0.299 | 0.490 |
| 3_3_place_gp | -2.62 | 22.3 | -0.206 | 0.522 | 0.622 |
| 3_5_place_dp | -2.88 | 22.3 | -0.222 | 0.533 | 0.622 |
| 4_1_cts | -0.169 | 25.9 | -0.0381 | 0.539 | 0.944 |
| 5_1_grt | -0.359 | 24.3 | -0.0403 | 0.574 | 0.982 |
| 6_report | 0 | 24.3 | 0.00479 | 0.552 | 0.913 |
-- path summary, 6_finish.rpt --
| kind | endpoint | slack [ns] | depth (start not counted) |
|---|---|---|---|
| worst max-delay path | b_data_out[7] | 0.005 | 2 |
| worst min register to register | r_data_out[7] | 0.60 | 3 |
| worst max register to register | r_data_out[0] | 0.17 | 4 |
| worst min-delay path | r_data_out[7] | 0.55 | 3 |
-- cell type report --
| cell class | instances | share of cell area [%] |
|---|---|---|
| multi-input combinational | 16 | 13.3 |
| clock buffer | 4 | 3.16 |
| timing repair buffer | 48 | 52.1 |
| inverter | 1 | 0.452 |
| sequential | 9 | 24.1 |
| tap | 46 | 6.93 |
-- cell usage in the layout (no fill, tap or decap), drive strengths merged --
cell and count:
buf 24, clkbuf 17, clkdlybuf4s50 10, mux2i 8, nor2 8, dfxtp 8, inv 1, edfxtp 1
clkdlybuf4s15 1
-- report_power, final --
part	internal (mW)	total [mW]	switching, mW
Clock	0.154	0.280	0.127
Sequential	0.392	0.409	0.0168
Combinational	0.166	0.224	0.0582
-- kinds of logic (layout without fill, tap and decap cells) --
| kind of cell | count (synthesis) | count (layout) | share of synthesized area (%) |
|---|---|---|---|
| flip-flops | 9 | 9 | 43.2 |
| AND/OR/NAND/NOR | 8 | 8 | 6.82 |
| multiplexers | 8 | 8 | 18.2 |
| buffers and inverters | 19 | 53 | 31.8 |
-- Yosys cell counts (all sizes together) --
master / n / area (µm²)
buf: 18 / 136
dfxtp: 8 / 160
edfxtp: 1 / 30.0
inv: 1 / 3.75
mux2i: 8 / 80.1
nor2: 8 / 30.0
-- sequential cells by signal, summed over array words and instances (netlist names) --
signal and cells:
r_data_out 8, data_out_done 1
-- what timing repair did --
item	CTS	global route
endpoints found under the setup margin	25	24
gates cloned	0	0
setup buffers	8	0
resized	83	17
pin swaps	0	0
Power figures rest on the tool's default switching activity, not on a simulated workload.
